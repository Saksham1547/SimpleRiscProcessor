==> design.v <==
module reg_write (
    input clk,
    input reg_write,
    input [4:0] rs,
    input [4:0] rt,
    input [4:0] rd,
    input [31:0] write_data,
    output [31:0] reg_data1,
    output [31:0] reg_data2
);
    reg [31:0] registers[0:31];
    assign reg_data1 = registers[rs];
    assign reg_data2 = registers[rt];
    always @(posedge clk) begin
        if (reg_write)
            registers[rd] <= write_data;
    end
endmodule
module reg_fetch (
    input  wire [31:0] inst,
    input  wire        isRet,
    input  wire        isSt,
    input  wire [31:0] reg_data1,
    input  wire [31:0] reg_data2,
    input  wire [31:0] reg_data15,
    output wire [31:0] op1,
    output wire [31:0] op2
);
    wire [4:0] rs1, rs2, rd;
    assign rd  = inst[26:22];
    assign rs1 = isRet ? 5'd15 : inst[21:17];
    assign rs2 = isSt  ? rd     : inst[16:12];
    assign op1 = isRet ? reg_data15 : reg_data1;
    assign op2 = isSt  ? reg_data1  : reg_data2;
endmodule
module to_reg_file (
    input [3:0] rd,
    input [3:0] ra,
    input [31:0] aluResult,
    input [31:0] ldResult,
    input [31:0] pc,
    input isCall,
    input isLd,
    input isWb,
    output [3:0] reg1,
    output [31:0] writeData,
    output writeEnable
);
    wire [31:0] pc_plus_4 = pc + 4;
    assign writeData = isCall ? pc_plus_4 :
                       isLd   ? ldResult :
                                aluResult;
    MUX_Multiary mux_inst (
        .ip0(rd),
        .ip1(ra),
        .sel(isCall),
        .op(reg1)
    );
    assign writeEnable = isWb;
endmodule
module operand_select (
    input [31:0] inst,
    input isRet,
    input isSt,
    input [31:0] reg_data1,
    input [31:0] reg_data2,
    input [31:0] reg_data15,
    output [31:0] op1,
    output [31:0] op2
);
    wire [4:0] rd, rs1, rs2;
    assign rd  = inst[26:22];
    assign rs1 = isRet ? 5'd15 : inst[21:17];
    assign rs2 = isSt  ? rd     : inst[16:12];
    assign op1 = isRet ? reg_data15 : reg_data1;
    assign op2 = isSt  ? reg_data1  : reg_data2;
endmodule
module operand1_mux (
    input [31:0] output2,
    input [31:0] op1,
    output [31:0] op1_out,
    input wire isRet
);
    MUX immx_op_mux (
        .ip0(op1),
        .ip1(output2),
        .sel(isRet),
        .op(op1_out)
    );
endmodule
module opera_mux (
    input [31:0] immx,
    input [31:0] op2,
    output [31:0] op2_out,
    input wire isImmediate
);
    MUX immx_mux (
        .ip0(op2),
        .ip1(immx),
        .sel(isImmediate),
        .op(op2_out)
    );
endmodule
==> run.sh <==
#!/bin/bash
# OpenROAD 26Q1-2900-gdf79404cd8, Yosys 0.63+post, stock flow scripts
make -C /OpenROAD-flow-scripts/flow DESIGN_CONFIG=/design/flow/config.mk WORK_HOME=/design/flow/orfs finish
==> config.mk <==
export PLATFORM = sky130hd
export DESIGN_NAME = reg_write
export DESIGN_NICKNAME = reg_write
export VERILOG_FILES = /design/flow/design.v
export SDC_FILE = /design/flow/constraint.sdc
export NUM_CORES = 4
export LEC_CHECK = 1
export CORE_UTILIZATION = 40
==> constraint.sdc <==
current_design reg_write

set clk_period 5.1
set clk_io_pct 0.2

create_clock -name clk0 -period $clk_period [get_ports {clk}]

set non_clock_inputs [all_inputs -no_clocks]
set_input_delay [expr $clk_period * $clk_io_pct] -clock clk0 $non_clock_inputs
set_output_delay [expr $clk_period * $clk_io_pct] -clock clk0 [all_outputs]
==> notes.md <==
run metrics: status=complete, no violations, Yosys Chip Area=0.04879 mm², synthesized instance count=3386, routability cong.=0.8913, leakage=0.02075 µW, final WL=152700 µm, HP Class=in2reg, Setup Fix Bufs, Post-CTS=0, setup ws final=0.2939 ns, asr flop ratio synth=0%, Max-Cap Viols=0, Post-CTS Hold Buffers=0, design area=0.05640 mm², H-tree depth=3, Setup violations, final=0, DP Cell Count=5076, Pwr Density=333.2 mW/mm², Slew HR=43.52%, critical path buffer and inverter count=4, Post-synth EDFFs=1024, Final HPWL DP=89330 µm, global-route wire length before repair=218800 µm, period utilisation layout=94.24%, initial antenna violation count=4, Resize count post-CTS=0, setup total negative slack=0 ns, CP endpoint kind=output pin, dominant register cell=edfxtp_1, Setup CP Type=in2out, die area=0.1234 mm², Vias/cell=5.907, Longest Clk Path Bufs=3, CP Launch Type=primary input, Reg with most FFs=registers, die span in x=351.2 µm, TritonRoute pass-1 iters=6, Crit path max-delay family=buffers and inverters, share of cells above drive strength 1=11.23%, max-slew violations=0, # fillers=10390, I/O Pins=113, largest net degree at the start of global routing=80, max FFs per register=1024, Pre-Place Util=40.51%, Unique masters post-synth=23, gr ovfl total=0, Tmin final=4.806 ns, Synth Area per Inst=14.41 µm², Synth Seq Share=63.03%, yosys cell count=3386, core box area=0.1204 mm², Total Power=18790 µW, Final Hold Violation Tally=0, crit path DAT=3.79 ns, clock sinks=1024, Final Non-Filler Cells=5266, Registers, synthesis=1024, cell chosen for the clock root=clkbuf_16, chip height=351.2 µm, Fmax achieved=208.1 MHz, Top Registers=registers x1024, cell area after synthesis=0.04879 mm², Top cells excl fill/tap=1024 x mux2i_1, 1024 x edfxtp_1, 194 x nand3_1, worst vdd ir=0.0002989 V, DRC=0, CTS tree=yes, Critical Path RT=4.08 ns, DR iter-0 viols=2107, CP max stage cell=clkdlybuf4s50_1, routed via count=31110, Reg area=0.03075 mm², DRT antenna net count=0, Worst Max-Slew Pin Slew=0.8442 ns, Total GRT Usage=26.62%, Post-Place Setup Slack=0.3228 ns, vias in the first global route=32110, routed len/inst=28.99 µm, Clock Pin Slew Worst Setup and Hold Paths=0.06 ns, Layout Area Growth over Synthesis=15.60%, tool warnings=26, Max Fanout on Critical Path=44, CTS buffer count=105, # rows=127, Logic area=0.01678 mm², Syn. warnings=1, RSZ-0062 raised after global routing=false, Worst path max stage delay=0.65 ns, Port Buffer Count=112, DP Area=0.05306 mm², worst-path cell chain=clkdlybuf4s50_1, nor2b_4, buf_12, buf_12, a22oi_1, a31oi_1, nand3_1, clkdlybuf4s50_1
==> metrics by stage <==
stage	util, %	hold slack (ns)
global route	46.82	1.170
finish	46.82	1.160
floorplan	-	1.119
detailed placement	44.05	1.851
CTS	46.82	1.130
global placement	44.05	1.844
==> path summary, 6_finish.rpt <==
kind | start | to | slack [ns] | cells past startpoint
hold / removal | write_data[1] | registers[0][1]$_DFFE_PP_ | 1.16 | 2
setup / recovery | rs[0] | reg_data1[2] | 0.29 | 8
==> area by class of cell <==
type / count / area share, %
multi-input combinational: 2109 / 29.75
sequential: 1024 / 54.52
tap: 1612 / 3.576
clock inverter: 59 / 0.9828
antenna: 2 / 0.008874
clock buffer: 129 / 4.932
timing repair buffer: 331 / 6.229
==> report_power, final <==
group / switching [µW] / internal (µW) / total [µW]
combinational: 1090 / 725 / 1820
sequential: 39.6 / 9360 / 9400
clock: 3180 / 4390 / 7570
total: 4310 / 14500 / 18800
==> cell families (layout without fill, tap and decap cells) <==
group                  Yosys count  after routing  synth area share (%)
AND-OR/OR-AND                  576            576                 8.042
other                            0              2                     0
buffers and inverters          253            519                 3.211
multiplexers                  1024           1024                 21.01
AND/OR/NAND/NOR                509            509                 4.714
flip-flops                    1024           1024                 63.03
==> cell usage after synthesis (all sizes together), types with 35 or more instances <==
master / n / area, µm²
buf: 163 / 1214
nand2: 195 / 732.0
a31oi: 64 / 400.4
a22o: 128 / 1121
a21oi: 192 / 960.9
nor3: 64 / 320.3
nor2: 35 / 131.4
a22oi: 192 / 1441
mux2i: 1024 / 10250
nand3: 194 / 970.9
clkbuf: 90 / 352.8
edfxtp: 1024 / 30750
==> routing by layer <==
layer  GRT usage, %  vias up  share of wire [%]
met1          33.97    15420                 36
met3          15.40      289                 14
li1               -    13770                  -
met2          40.08     1628                 47
met5         0.5887        -              0.046
met4          7.196        6                3.4
Power is estimated from default activity; no workload was simulated.
