`design/flow/config.mk`:
```
export PLATFORM = sky130hd
export DESIGN_NAME = to_reg_file
export DESIGN_NICKNAME = to_reg_file
export VERILOG_FILES = /design/flow/design.v
export SDC_FILE = /design/flow/constraint.sdc
export NUM_CORES = 4
export LEC_CHECK = 1
export CORE_AREA = 10 10 95 95
export DIE_AREA = 0 0 105 105
```
`design/flow/design.v`:
```
module MUX (
    input  [31:0] ip0,
    input  [31:0] ip1,
    input         sel,
    output [31:0] op
);
    assign op = sel ? ip1 : ip0;
endmodule
module MUX_2select(
    input  [31:0] ip0, ip1, ip2,
    input         sel1, sel2,
    output reg [31:0] op
);
    always @(*) begin
        case ({sel1, sel2})
            2'b10: op = ip2;
            2'b01: op = ip1;
            default: op = ip0;
        endcase
    end
endmodule
module MUX_Multiary(
    input  [3:0] ip0,
    input  [3:0] ip1,
    input        sel,
    output [3:0] op
);
    assign op = sel ? ip1 : ip0;
endmodule
module add1 (
    input  [31:0] a, b,
    input         c_in,
    output [31:0] sum,
    output        c_out
);
    wire [31:0] s, c;
    genvar i;
    generate
        for (i = 0; i < 31; i = i + 1) begin : adder_loop
            if (i == 0)
                adder a0(a[i], b[i], s[i], c_in, c[i]);
            else
                adder ai(a[i], b[i], s[i], c[i-1], c[i]);
        end
    endgenerate
    adder a31(a[31], b[31], s[31], c[30], c_out);
    assign sum = s;
endmodule
module adder(
    input  a, b,
    output sum,
    input  c_in,
    output c_out
);
    wire x1, x2, a1, a2;
    xor (x1, a, b);
    xor (sum, x1, c_in);
    and (a1, x1, c_in);
    and (a2, a, b);
    or  (c_out, a1, a2);
endmodule
module sub1(
    input  [31:0] a, b,
    input         b_in,
    output [31:0] diff,
    output        b_out
);
    wire [31:0] b_arr;
    genvar i;
    generate
        for (i = 0; i < 31; i = i + 1) begin : sub_loop
            if (i == 0)
                subtractor s0(a[i], b[i], diff[i], b_in, b_arr[i]);
            else
                subtractor si(a[i], b[i], diff[i], b_arr[i-1], b_arr[i]);
        end
    endgenerate
    subtractor s31(a[31], b[31], diff[31], b_arr[30], b_arr[31]);
    assign b_out = b_arr[31];
endmodule
module subtractor(
    input  a, b,
    output diff,
    input  b_in,
    output b_out
);
    wire t1, t2, t3, t4;
    xor (t1, a, b);
    xor (diff, t1, b_in);
    and (t2, ~a, b);
    and (t3, ~a, b_in);
    and (t4, b, b_in);
    or  (b_out, t2, t3, t4);
endmodule
module reg_write (
    input clk,
    input reg_write,
    input [4:0] rs,
    input [4:0] rt,
    input [4:0] rd,
    input [31:0] write_data,
    output [31:0] reg_data1,
    output [31:0] reg_data2
);
    reg [31:0] registers[0:31];
    assign reg_data1 = registers[rs];
    assign reg_data2 = registers[rt];
    always @(posedge clk) begin
        if (reg_write)
            registers[rd] <= write_data;
    end
endmodule
module reg_fetch (
    input  wire [31:0] inst,
    input  wire        isRet,
    input  wire        isSt,
    input  wire [31:0] reg_data1,
    input  wire [31:0] reg_data2,
    input  wire [31:0] reg_data15,
    output wire [31:0] op1,
    output wire [31:0] op2
);
    wire [4:0] rs1, rs2, rd;
    assign rd  = inst[26:22];
    assign rs1 = isRet ? 5'd15 : inst[21:17];
    assign rs2 = isSt  ? rd     : inst[16:12];
    assign op1 = isRet ? reg_data15 : reg_data1;
    assign op2 = isSt  ? reg_data1  : reg_data2;
endmodule
module to_reg_file (
    input [3:0] rd,
    input [3:0] ra,
    input [31:0] aluResult,
    input [31:0] ldResult,
    input [31:0] pc,
    input isCall,
    input isLd,
    input isWb,
    output [3:0] reg1,
    output [31:0] writeData,
    output writeEnable
);
    wire [31:0] pc_plus_4 = pc + 4;
    assign writeData = isCall ? pc_plus_4 :
                       isLd   ? ldResult :
                                aluResult;
    MUX_Multiary mux_inst (
        .ip0(rd),
        .ip1(ra),
        .sel(isCall),
        .op(reg1)
    );
    assign writeEnable = isWb;
endmodule
module operand_select (
    input [31:0] inst,
    input isRet,
    input isSt,
    input [31:0] reg_data1,
    input [31:0] reg_data2,
    input [31:0] reg_data15,
    output [31:0] op1,
    output [31:0] op2
);
    wire [4:0] rd, rs1, rs2;
    assign rd  = inst[26:22];
    assign rs1 = isRet ? 5'd15 : inst[21:17];
    assign rs2 = isSt  ? rd     : inst[16:12];
    assign op1 = isRet ? reg_data15 : reg_data1;
    assign op2 = isSt  ? reg_data1  : reg_data2;
endmodule
module operand1_mux (
    input [31:0] output2,
    input [31:0] op1,
    output [31:0] op1_out,
    input wire isRet
);
    MUX immx_op_mux (
        .ip0(op1),
        .ip1(output2),
        .sel(isRet),
        .op(op1_out)
    );
endmodule
module opera_mux (
    input [31:0] immx,
    input [31:0] op2,
    output [31:0] op2_out,
    input wire isImmediate
);
    MUX immx_mux (
        .ip0(op2),
        .ip1(immx),
        .sel(isImmediate),
        .op(op2_out)
    );
endmodule
```
`design/flow/run.sh`:
```
#!/bin/bash
# OpenROAD 26Q1-2900-gdf79404cd8, Yosys 0.63+post, stock flow scripts
make -C /OpenROAD-flow-scripts/flow DESIGN_CONFIG=/design/flow/config.mk WORK_HOME=/design/flow/orfs finish
```
`design/flow/constraint.sdc`:
```
current_design to_reg_file

set clk_period 6.8
set clk_io_pct 0.2

create_clock -name clk0 -period $clk_period

set non_clock_inputs [all_inputs -no_clocks]
set_input_delay [expr $clk_period * $clk_io_pct] -clock clk0 $non_clock_inputs
set_output_delay [expr $clk_period * $clk_io_pct] -clock clk0 [all_outputs]
```
==> results_dict.tcl <==
# implementation run metrics
set metrics [dict create \
    path_cells "clkdlybuf4s50_1, nand3_1, or4_1, or4_1, a31oi_1, clkdlybuf4s50_1" \
    detail_route.vias_per_cell 4.92 \
    ys_sh_xor_pct 7.53 \
    postRouteAntennaNets 0 \
    pin_count_of_the_biggest_net_entering_global_routing 39 \
    register_area_um2 0 \
    detail_route.first_pass.iterations 4 \
    postCtsResizedCells 0 \
    synth-compound-area-share_pct 34.6 \
    port-buffer-count 142 \
    cts_stage_hold_buffer_count 0 \
    wirelength_um 7320 \
    period_needed_ns 5.61 \
    synth.cell_area_mm2 0.00140 \
    critPathLaunchType "primary input" \
    busiest_layer "met2" \
    detail_route.drc_violations 0 \
    cellPowerDensity_mw_per_mm2 55.4 \
    yosys_warnings 0 \
    yosys-stat-cells 219 \
    worst_hold_path_type "primary input to output port" \
    holdCritStartpoint "isWb" \
    critPathMaxStageDelay_ns 0.77 \
    totalPowerFinal_mw 0.159 \
    yosys.stat.chipArea_mm2 0.00140 \
    grt_overflow 0 \
    worstHoldEndpoint "writeEnable" \
    grtUsageMet2_pct 20.0 \
    synthDistinctLibCells 33 \
    warnings 32 \
    final-hold-violation-count 0 \
    worst_setup_path_end_kind "output port" \
    clock.fmax_mhz 178 \
    total_half_perimeter_wirelength_after_legalization_and_detailed_placement_um 6170 \
    synth.mux.area_fraction_pct 8.25 \
    postSynthCellCount 219 \
    chip_area_mm2 0.0110 \
    design.seq.count 0 \
    floorplan_stage_core_utilization_pct 20.2 \
    static-leakage-power_nw 0.921 \
    synthSimpleGateAreaFrac_pct 41.0 \
    grt_util_met3_pct 5.22 \
    track_usage_pct 12.2 \
    rsz0062_at_grt "false" \
    floorplan.die.height_um 105 \
    route.detailed.wl_per_inst_um 16.7 \
    synth.logic.top_family "simple AND/OR/NAND/NOR gates" \
    initial_antenna_violation_count 0 \
    synthToLayoutAreaGrowth_pct 105 \
    core_area_mm2 0.00691 \
    setup_crit_path_kind "primary input to output port" \
    tightestPinTransition_ns 0.658 \
    critPathRequiredTime_ns 5.44 \
    met1_usage_pct 15.5 \
    iteration_0_drc_count_of_the_detailed_router 64 \
    ioPinCount 144 \
    die_width_um 105 \
    post_cts.repair.setup_buffers 0 \
    max-vdd-ir-drop_v 0.0000221 \
    setup_violations 0 \
    route.antenna.diode_count 0 \
    via_count_of_the_first_global_routing_pass 2185 \
    yosys.stat.seqShare_pct 0 \
    number_of_fill_cells_in_the_layout 733 \
    fin_setup_tns_ns 0 \
    run_status "finished, final reports clean" \
    final.clkbuf_count 0 \
    combGateArea_mm2 0.00129 \
    std_cell_rows 30 \
    syn-mean-instance-area_um2 6.37 \
    timing.final.max_slew_violations 0 \
    critical_path_peak_fanout 12 \
    fa_ha_area_share_pct 0.897 \
    drv_cap 0 \
    critical-path-slowest-cell "or4_1" \
    timing.max_slew.rel_slack_pct 55.8 \
    worst_hold_path.num_cells 0 \
    final_worst_path_period_share_pct 82.5 \
    drive_above_1_share_pct 4.08 \
    worst-endpoint-arrival_ns 4.25 \
    vias 2160 \
    grt_first_pass_wirelength_um 11400 \
    place.gp.congestion 0.800 \
    post-route-util_pct 41.4 \
]
-- cell type report --
class / instances / area share (%)
Inverter: 7 / 0.919
Timing Repair Buffer: 144 / 49.9
Tap cell: 96 / 4.20
Multi-Input combinational cell: 192 / 45.0
-- cells in the final DEF (no fill, tap or decap), types with 5 or more instances in the layout --
master / synthesis / final
nor2b_1: 25 / 25
xnor2_1: 10 / 10
o31ai_1: 11 / 11
clkdlybuf4s50_1: 0 / 140
or3_1: 5 / 5
inv_1: 7 / 7
nand4_1: 8 / 8
a211oi_1: 25 / 25
o21ai_0: 7 / 7
a31oi_1: 15 / 15
nand2_1: 14 / 14
mux2i_1: 7 / 7
or4_1: 14 / 14
a21oi_1: 10 / 10
nand3_1: 10 / 10
nor4_1: 5 / 5
-- worst max-delay path by stage --
| stage | slack, ns | startpoint | end |
|---|---|---|---|
| CTS | 1.23 | pc[5] | writeData[25] |
| global route | 1.0 | pc[5] | writeData[25] |
| finish | 1.19 | pc[5] | writeData[25] |
-- synth_stat cells --
cell type  number  area share (%)
a211oi_1       25              13
a21o_1          1            0.54
a21oi_1        10             3.6
a221oi_1        1            0.63
a31o_2          2             1.3
a31oi_1        15             6.7
and2_1          1            0.45
and4_1          2             1.3
buf_1           2            0.54
buf_2           2            0.72
buf_4           1            0.54
clkbuf_1       15             4.0
ha_1            1            0.90
inv_1           7             1.9
mux2_2          4             3.2
mux2i_1         7             5.0
nand2_1        14             3.8
nand2_2         1            0.45
nand3_1        10             3.6
nand4_1         8             3.6
nand4_2         1            0.90
nor2_1          4             1.1
nor2b_1        25              11
nor3_1          4             1.4
nor4_1          5             2.2
o21ai_0         7             2.5
o31ai_1        11             5.9
or2_2           1            0.45
or3_1           5             2.2
or3_4           1            0.81
or4_1          14             7.5
xnor2_1        10             6.3
xor2_1          2             1.3
-- report_power, final --
group	leakage (nW)	total [mW]	internal (mW)	switching, mW
sequential	0	0	0	0
combinational	0.921	0.159	0.107	0.0519
clock	0	0	0	0
total	0.921	0.159	0.107	0.0519
-- routing by layer --
layer	wire length (µm)	part of all wire (%)
met1	3280	45
met2	3230	44
met3	815	11
met4	0	0
met5	0	0
-- per-stage QoR --
| step | instance area, µm² | cells | setup slack (ns) | hold slack, ns |
|---|---|---|---|---|
| floorplan | 1400 | 219 | 2.66 | 2.75 |
| global placement | 2860 | 439 | 1.27 | 2.72 |
| detailed placement | 2860 | 439 | 1.23 | 2.72 |
| CTS | 2860 | 439 | 1.23 | 2.72 |
| global route | 2860 | 439 | 0.998 | 2.72 |
| finish | 2860 | 439 | 1.19 | 2.72 |
-- kinds of logic (layout without fill, tap and decap cells) --
logic type | after synthesis | in the layout
xor+xnor | 12 | 12
mux | 11 | 11
simple gates | 96 | 96
buf+inv | 27 | 151
fa+ha+maj | 1 | 1
compound gates | 72 | 72
-- critical path, delay by kind of cell --
family          cells  cell delay [ns]
simple gates        3             1.68
buf+inv             2             1.04
compound gates      1             0.17
Power figures rest on the tool's default switching activity, not on a simulated workload.
