### design.v
module ALU (
    input  [31:0] a, b, d,
    input  [4:0]  type, sel,
    output reg [31:0] result
);
    wire [31:0] add_sum, sub_diff;
    wire carry, borrow;
    reg  [1:0]  cmp_flags;   
    add1 add_u (.a (a), .b (b), .c_in (1'b0), .sum (add_sum), .c_out(carry));
    sub1 sub_u (.a (a), .b (b), .b_in (1'b0), .diff (sub_diff), .b_out(borrow));
    always @* begin
        if (type == 5'd0)
            result = add_sum;
        else if (type == 5'd1)
            result = sub_diff;
        else if (type == 5'd2)
            result = a * b;
        else if (type == 5'd3)
            result = (b != 0) ? (a / b) : 32'd0;
        else if (type == 5'd4)
            result = (b != 0) ? (a % b) : 32'd0;
        else if (type == 5'd5)
            result = (a == b) ? 32'd0 :
                     (a < b) ? -32'd1 : 32'd1;
        else if (type == 5'd6)
            result = a & b;
        else if (type == 5'd7)
            result = a | b;
        else if (type == 5'd8)
            result = ~a;
        else if (type == 5'd9)
            result = a << b;
        else if (type == 5'd10)
            result = a >> b;
        else if (type == 5'd11)
            result = a >>> b;
        else
            result = 32'd0;
    end
    always @* begin
        cmp_flags = 2'b00;
        if (a == b)
            cmp_flags[0] = 1'b1;
        else if (a > b)
            cmp_flags[1] = 1'b1;
    end
endmodule
module MUX (
    input  [31:0] ip0,
    input  [31:0] ip1,
    input         sel,
    output [31:0] op
);
    assign op = sel ? ip1 : ip0;
endmodule
module MUX_2select(
    input  [31:0] ip0, ip1, ip2,
    input         sel1, sel2,
    output reg [31:0] op
);
    always @(*) begin
        case ({sel1, sel2})
            2'b10: op = ip2;
            2'b01: op = ip1;
            default: op = ip0;
        endcase
    end
endmodule
module MUX_Multiary(
    input  [3:0] ip0,
    input  [3:0] ip1,
    input        sel,
    output [3:0] op
);
    assign op = sel ? ip1 : ip0;
endmodule
module add1 (
    input  [31:0] a, b,
    input         c_in,
    output [31:0] sum,
    output        c_out
);
    wire [31:0] s, c;
    genvar i;
    generate
        for (i = 0; i < 31; i = i + 1) begin : adder_loop
            if (i == 0)
                adder a0(a[i], b[i], s[i], c_in, c[i]);
            else
                adder ai(a[i], b[i], s[i], c[i-1], c[i]);
        end
    endgenerate
    adder a31(a[31], b[31], s[31], c[30], c_out);
    assign sum = s;
endmodule
module adder(
    input  a, b,
    output sum,
    input  c_in,
    output c_out
);
    wire x1, x2, a1, a2;
    xor (x1, a, b);
    xor (sum, x1, c_in);
    and (a1, x1, c_in);
    and (a2, a, b);
    or  (c_out, a1, a2);
endmodule
module sub1(
    input  [31:0] a, b,
    input         b_in,
    output [31:0] diff,
    output        b_out
);
    wire [31:0] b_arr;
    genvar i;
    generate
        for (i = 0; i < 31; i = i + 1) begin : sub_loop
            if (i == 0)
                subtractor s0(a[i], b[i], diff[i], b_in, b_arr[i]);
            else
                subtractor si(a[i], b[i], diff[i], b_arr[i-1], b_arr[i]);
        end
    endgenerate
    subtractor s31(a[31], b[31], diff[31], b_arr[30], b_arr[31]);
    assign b_out = b_arr[31];
endmodule
module subtractor(
    input  a, b,
    output diff,
    input  b_in,
    output b_out
);
    wire t1, t2, t3, t4;
    xor (t1, a, b);
    xor (diff, t1, b_in);
    and (t2, ~a, b);
    and (t3, ~a, b_in);
    and (t4, b, b_in);
    or  (b_out, t2, t3, t4);
endmodule
### run.sh
#!/bin/bash
# OpenROAD 26Q1-2900-gdf79404cd8, Yosys 0.63+post, stock flow scripts
make -C /OpenROAD-flow-scripts/flow DESIGN_CONFIG=/design/flow/config.mk WORK_HOME=/design/flow/orfs finish
### config.mk
export PLATFORM = sky130hd
export DESIGN_NAME = ALU
export DESIGN_NICKNAME = ALU
export VERILOG_FILES = /design/flow/design.v
export SDC_FILE = /design/flow/constraint.sdc
export NUM_CORES = 4
export LEC_CHECK = 1
export CORE_UTILIZATION = 30
### constraint.sdc
current_design ALU

set clk_period 265.8
set clk_io_pct 0.2

create_clock -name clk0 -period $clk_period

set non_clock_inputs [all_inputs -no_clocks]
set_input_delay [expr $clk_period * $clk_io_pct] -clock clk0 $non_clock_inputs
set_output_delay [expr $clk_period * $clk_io_pct] -clock clk0 [all_outputs]
==> flow_metrics.py <==
# Generated from Yosys and OpenROAD reports
metrics = {
    "clock_tree": {
        "cts_setup_buffers": 0,
        "cts_resized": 0,
        "ctsHoldBuffers": 0,
    },
    "hold_path": {
        "worstHoldStart": "b[2]",
        "worstHoldEndpoint": "result[2]",
        "hold_path_class": "input port to output pin",
        "hold_depth": 5,
    },
    "cells_and_area": {
        "area_delta_synth_final_pct": 8.62,
        "lay_top_cells": "996 x nand2_1, 778 x nor2_1, 749 x ha_1, 684 x inv_1, 540 x a21oi_1",
        "flop-count": 0,
        "clockBufferCount": 0,
        "fin_util_pct": 32.9,
        "lay_top_count": "nand2_1",
        "register_area_um2": 0,
        "layout-drive-gt1-share_pct": 7.18,
    },
    "sta": {
        "grt_setup_unrepaired": "false",
        "period_used_pct": 74.4,
        "hold_viol": 0,
        "setup_tns_ns": 0,
        "layout_setup_ws_ns": 67.95,
        "period_needed_ns": 197.85,
        "hold_ws_ns": 107.64,
        "tightest_slew_ns": 1.01,
        "slew_headroom_pct": 32.3,
        "slew_violations": 0,
        "fmax_ghz": 0.00505,
        "setup_viol": 0,
    },
    "drt": {
        "routedWlPerCell_um": 27.8,
        "drtIter0Drc": 4982,
        "drc": 0,
        "firstDrtPassIters": 6,
        "drtAntennaViolNets": 0,
        "wl_met1_um": 114000,
        "wl_met2_um": 121000,
        "routed.top_layer": "met5",
        "via_per_inst": 5.84,
        "vias": 58300,
        "wl_met3_um": 23200,
        "wl_um": 277000,
    },
    "synthesis": {
        "synth_cell_types": 116,
        "ys_chip_area_um2": 54200,
        "synth_warnings": 1,
        "syn_inst": 7588,
        "syn_area_um2": 54200,
        "ys_seq_share_pct": 0,
        "syn_area_per_cell_um2": 7.14,
        "ys_cells": 7588,
    },
    "floorplan": {
        "initCoreUtil_pct": 30.3,
        "rows": 155,
        "die_area_um2": 182000,
        "chipWidth_um": 427,
        "coreArea_um2": 179000,
        "io_pins": 138,
        "die_y_um": 427,
    },
    "worst_setup_path": {
        "end_kind": "output pin",
        "cp_data_required_time_ns": 212.64,
        "critical_path.startpoint": "b[10]",
        "cp-start-kind": "input port",
        "cpPeakStageDelay_ns": 0.80,
        "worst-path-max-fanout": 45,
        "path_common_cell": "ha_1",
        "crit_arrival_ns": 144.69,
        "cp_slowest_cell": "o31ai_1",
        "crit_type": "input port to output pin",
    },
    "global_routing": {
        "grt_overflow": 0,
        "grt_max_degree": 55,
        "antenna_found_initial": 13,
        "grt_first_pass_wirelength_um": 398000,
        "track_usage_pct": 30.9,
        "grt_pass1_vias": 56200,
    },
    "power_and_ir_drop": {
        "internal_power_uw": 243,
        "power.switching_uw": 401,
        "vdd_ir_drop_max_uv": 44.6,
        "swShare_pct": 62.3,
        "p_per_area_nw_per_um2": 10.9,
        "power.leakage_nw": 27.2,
        "p_total_uw": 644,
    },
    "place": {
        "portBuffers": 101,
        "dpl_worst_slack_ns": 70.67,
        "gp_congestion": 1.08,
        "dp_hpwl_um": 220000,
    },
    "run": {
        "warning_count": 136,
        "drv_cap": 0,
    },
    "outcome": {
        "status": "completed",
    },
}
-- metal layers --
metal | vias up | global-route usage, %
met5 | - | 0.238
met4 | 12 | 16.4
met3 | 586 | 7.02
met2 | 2564 | 47.2
met1 | 28300 | 40.9
li1 | 26800 | -
-- worst max-delay path by stage --
stage / endpoint / slack, ns
4_1_cts: result[12] / 70.31
5_1_grt: result[12] / 63.92
6_report: result[12] / 67.95
-- kinds of logic after synthesis --
kind of cell	share of synthesized area [%]
AND-OR/OR-AND	25.7
XOR/XNOR	7.13
adder cells (fa/ha/maj)	34.6
buffers and inverters	7.36
multiplexers	3.19
AND/OR/NAND/NOR	22.0
-- cells in the mapped netlist, drive strengths merged (68+ instances only) --
cell type  count  area share [%]
a21oi        547             5.1
o211ai        79             1.2
a31oi         76            0.95
nor2         782             5.4
xor2         167             2.7
o21ai        457             4.3
clkbuf       242             1.7
nand2        996             6.9
a21o         175             2.4
nor3         198             1.9
xnor2        274             4.4
or3           68            0.80
fa           469              17
nand3        143             1.4
buf           98            0.80
o21a         139             1.9
inv          694             4.8
a211oi        99             1.4
ha           749              17
mux2i         71             1.3
-- critical path, delay by kind of cell --
kind	cells	cell delay (ns)
buffers and inverters	31	8.86
muxes	6	2.51
AOI/OAI and AO/OA	150	47.83
adders and majority gates	31	10.11
and+or+nand+nor	76	21.88
-- power groups by stage --
stage         Combinational, mW  Clock [mW]  Sequential [mW]
CTS                       0.633           0                0
global route              0.701           0                0
-- metrics by stage --
stage | cells | instance area, um^2
CTS | 9975 | 58800
finish | 9978 | 58800
global placement | 9975 | 58800
global route | 9975 | 58800
detailed placement | 9975 | 58800
floorplan | 7588 | 54200
-- final cells by class --
cell class	count	area [um^2]
multi-input cells	6543	50300
fillers	19000	120000
inverters	705	2650
well taps	2355	2950
repair buffers	372	2950
diodes	3	7.51
No activity file was given, so power comes from the tool's default toggle rates.
